`/design/flow/config.mk`:
```
export PLATFORM = sky130hd
export DESIGN_NAME = forward_mux
export DESIGN_NICKNAME = forward_mux
export VERILOG_FILES = /design/flow/design.v
export SDC_FILE = /design/flow/constraint.sdc
export NUM_CORES = 4
export LEC_CHECK = 1
export CORE_AREA = 10 10 156 156
export DIE_AREA = 0 0 166 166
```
`/design/flow/constraint.sdc`:
```
current_design forward_mux

set clk_period 5.7
set clk_io_pct 0.2

create_clock -name clk0 -period $clk_period

set non_clock_inputs [all_inputs -no_clocks]
set_input_delay [expr $clk_period * $clk_io_pct] -clock clk0 $non_clock_inputs
set_output_delay [expr $clk_period * $clk_io_pct] -clock clk0 [all_outputs]
```
`/design/flow/design.v`:
```
module forward_mux #(
    parameter int REG_WIDTH = 64
)
(
    input [REG_WIDTH - 1 : 0] reg_data_rs1,
    input [REG_WIDTH - 1 : 0] reg_data_rs2,
    input [REG_WIDTH - 1 : 0] ex_alu_res,
    input [REG_WIDTH - 1 : 0] reg_wb_data,
    input [1:0] forwardA,
    input [1:0] forwardB,
    output reg [REG_WIDTH - 1 : 0] forwarded_rs1,
    output reg [REG_WIDTH - 1 : 0] forwarded_rs2
);
    always @ (*) begin
        case(forwardA)
            2'b01: forwarded_rs1 = reg_wb_data;
            2'b10: forwarded_rs1 = ex_alu_res;
            default: forwarded_rs1 = reg_data_rs1;
        endcase
        case(forwardB)
            2'b01: forwarded_rs2 = reg_wb_data;
            2'b10: forwarded_rs2 = ex_alu_res;
            default: forwarded_rs2 = reg_data_rs2;
        endcase
    end
endmodule
```
`/design/flow/run.sh`:
```
#!/bin/bash
# OpenROAD 26Q1-2900-gdf79404cd8, Yosys 0.63+post, stock flow scripts
make -C /OpenROAD-flow-scripts/flow DESIGN_CONFIG=/design/flow/config.mk WORK_HOME=/design/flow/orfs finish
```
==> flow_summary.yaml <==
# synthesis and place-and-route metrics
worst_setup_path:
  critPathRequiredTime_ns: 4.56
  path_cells: "clkdlybuf4s50_1, inv_1, ha_4, buf_12, nand2_1, o21ai_1, clkdlybuf4s50_1"
  crit_type: "in -> out"
  critPathMaxFanout: 66
  cp-start-kind: "primary input"
  end_kind: "primary output"
  crit_family: "buffers and inverters"
  cp_common_cell: "clkdlybuf4s50_1"
  arrival_ns: 3.53
  critical_path.max_stage_delay_ns: 0.69
  path_buffers: 4
  critPathSlowestCell: "ha_4"
sta:
  fmax_mhz: 214.2
  rsz0062_at_grt: "no"
  slew_viol_final: 0
  finalHoldViolations: 0
  fin_crit_ns: 4.669
  worst-slew-pin-transition_ns: 0.7729
  fin_crit_sh_pct: 81.91
  setup-violations-final: 0
  hold-worst-slack_ns: 3.185
  fin_setup_tns_ns: 0
  maxSlewHeadroom_pct: 48.47
placement:
  port_buffers: 388
  dp_hpwl_mm: 16.30
  place.gp.congestion: 0.9139
power:
  peakVddDrop_v: 0.0001009
  p_int_w: 0.0004028
  power_w: 0.0006227
  p_sw_share_pct: 35.32
  p_leak_nw: 2.283
  p_per_area_nw_per_um2: 94.91
  p_sw_w: 0.0002199
  p_comb_share_pct: 100.0
  p_seq_share_pct: 0
  clkPwrFrac_pct: 0
drt:
  route.met2.wl_mm: 9.800
  drc: 0
  vias: 4718
  dr_wl_met3_mm: 1.944
  ant_nets: 0
  routed_wl_mm: 20.05
  routed.top_layer: "met4"
  first_iter_violations: 334
  diodes: 0
  vias_per_cell: 4.430
  drt-met1-wl_mm: 7.926
  firstDrtPassIters: 5
  wire_per_inst_um: 18.83
cells_and_area:
  nFlopsAndLatches: 0
  syn2layout_area_growth_pct: 143.3
  utilization_pct: 31.21
  register_area_um2: 0
  layout-drive-gt1-share_pct: 2.911
  n_fill_cell: 2286
  final.clkbuf_count: 0
grt:
  antenna_found_initial: 0
  grt_pass1_vias: 4825
  grt_max_degree: 67
  track_usage_pct: 13.46
  grt_pass1_wl_mm: 29.81
  overflow: 0
worst_hold_path:
  hp-start: "reg_data_rs2[11]"
  hp-class: "in -> out"
  min_to: "forwarded_rs2[11]"
  holdPathStages: 4
synthesis:
  syn_area_per_cell_um2: 6.019
  synth_top_area_share_pct: 33.41
  ys_cells: 448
  synthDistinctLibCells: 12
  top_area_cell: "a22oi_1"
  ys_area_um2: 2696
  ys.warnings.count: 1
  topCellsByArea: "a22oi_1 33%, o21ai_1 22%, nand2_1 18%"
  ys_seq_share_pct: 0
  postSynthCellCount: 448
  synth_area_um2: 2696
clocking:
  cts_resized: 0
  postCtsSetupBuffers: 0
  cts_hold_buf: 0
die:
  core-area_um2: 21020
  num_io_pins: 388
  fp_util_pct: 12.83
  chip_area_um2: 27560
  die_w_um: 166
  die_h_um: 166
  fp-row-count: 53
status:
  status: "completed"
job:
  warnings: 34
  drv_cap: 0
==> layout by cell type, fill, tap and decap left out <==
cell type | netlist | layout
o21ai_1 | 119 | 119
clkdlybuf4s50_1 | 0 | 388
nand2_1 | 128 | 128
a22oi_1 | 120 | 120
o21ai_2 | 1 | 1
inv_1 | 4 | 4
buf_12 | 0 | 3
o21ai_0 | 8 | 8
ha_4 | 0 | 2
a22oi_2 | 8 | 8
buf_4 | 10 | 7
ha_2 | 0 | 2
==> cells by family after synthesis <==
kind of cell / after synthesis / share of synthesized area, %
compound gates: 256 / 61.02
buf+inv: 60 / 19.30
fa+ha+maj: 4 / 1.856
simple gates: 128 / 17.82
==> metal layers <==
layer  vias up  global-route usage, %
met5         -                      0
met4         0                  2.273
met3        20                  4.393
met2       285                  23.73
met1      2056                  15.69
li1       2357                      -
==> power groups by stage <==
stage	Clock, W	Combinational, W	Sequential (W)
global route	0	0.000680	0
CTS	0	0.000633	0
finish	0	0.000623	0
==> final cells by class <==
type,instances,area (um2),area share (%)
inverters,4,15.01,0.2288
multi-input cells,388,2206,33.62
well taps,275,344.1,5.244
repair buffers,398,3996,60.91
==> per-stage QoR <==
stage          std cells  setup slack, ns  area (um2)
6_report            1065            1.031        6561
5_1_grt             1065           0.8893        6561
4_1_cts             1065            1.046        6561
3_5_place_dp        1065            1.046        6561
3_3_place_gp        1065            1.062        6561
2_1_floorplan        448            2.688        2696
==> tightest hold or removal path: stages <==
cell and delay [ns]:
clkdlybuf4s50_1 0.39, nand2_1 0.06, o21ai_1 0.05, clkdlybuf4s50_1 0.40
==> synthesized netlist by cell type <==
cell type,number
a22oi_1,120
a22oi_2,8
buf_2,18
buf_4,10
buf_6,18
clkbuf_8,10
ha_1,4
inv_1,4
nand2_1,128
o21ai_0,8
o21ai_1,119
o21ai_2,1
==> worst max-delay path by stage <==
stage | start | end | slack [ns] | cells after the start
global route | forwardA[0] | forwarded_rs1[14] | 0.89 | 7
CTS | forwardA[0] | forwarded_rs1[14] | 1.05 | 7
finish | forwardA[0] | forwarded_rs1[14] | 1.03 | 7
Power and IR drop assume default switching activity.
