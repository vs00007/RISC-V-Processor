File: /design/flow/run.sh
#!/bin/bash
# OpenROAD 26Q1-2900-gdf79404cd8, Yosys 0.63+post, stock flow scripts
make -C /OpenROAD-flow-scripts/flow DESIGN_CONFIG=/design/flow/config.mk WORK_HOME=/design/flow/orfs finish
File: /design/flow/config.mk
export PLATFORM = sky130hd
export DESIGN_NAME = pc_jump
export DESIGN_NICKNAME = pc_jump
export VERILOG_FILES = /design/flow/design.v
export SDC_FILE = /design/flow/constraint.sdc
export NUM_CORES = 4
export LEC_CHECK = 1
export CORE_UTILIZATION = 30
File: /design/flow/constraint.sdc
current_design pc_jump

set clk_period 23.8
set clk_io_pct 0.2

create_clock -name clk0 -period $clk_period

set non_clock_inputs [all_inputs -no_clocks]
set_input_delay [expr $clk_period * $clk_io_pct] -clock clk0 $non_clock_inputs
set_output_delay [expr $clk_period * $clk_io_pct] -clock clk0 [all_outputs]
File: /design/flow/design.v
module pc_jump #(
    parameter int PC_WIDTH = 64,
    parameter int REG_WIDTH = 64
) 
(
    input [PC_WIDTH - 1 : 0] pc,
    input [REG_WIDTH - 1 : 0] imm,
    input [REG_WIDTH - 1 : 0] rs1,
    input is_jal,
    input is_jalr,
    output reg [PC_WIDTH - 1 : 0] pc_jump
);
    wire temp0, temp1;  
    always @ (*) begin
        pc_jump = pc;
        if (is_jal) pc_jump = pc + imm;
        else if (is_jalr) pc_jump = rs1 + imm;
    end
endmodule
==> results_tabular.tex <==
% Table of physical implementation metrics
\begin{tabular}{lr}
\hline
Metric & Value \\
\hline
\multicolumn{2}{l}{\textbf{Run status}} \\
Run status & finished clean \\
\multicolumn{2}{l}{\textbf{Floorplanning}} \\
Number of top-level pins & 258 \\
FP Rows & 62 \\
Initial core utilization & between 30\% and 40\% \\
Die width & 174 µm \\
Die outline area & 0.0301 mm² \\
Standard cell core area & between 0.02 and 0.03 mm² \\
Die outline height & 174 µm \\
\multicolumn{2}{l}{\textbf{Job}} \\
Max capacitance violation total & 0 \\
Tool Warnings & 32 \\
\multicolumn{2}{l}{\textbf{Timing}} \\
Timing-limited maximum frequency & approximately 73 MHz \\
Hold violation count in the final report & 0 \\
Final Max-Slew Violation Tally & 0 \\
Unrepaired setup endpoints after global routing & false \\
Worst slew pin tran & 0.874 ns \\
Min Tclk post-route & between 10 and 15 ns \\
Accumulated negative setup slack & 0 ns \\
Final-report setup violation count & 0 \\
Slew headroom & between 40\% and 50\% \\
Tcrit/Tclk final & 57.8\% \\
\multicolumn{2}{l}{\textbf{Critical path}} \\
Required time of the critical path & around 19 ns \\
Arrival time of the worst setup path & roughly 9 ns \\
Worst Setup End Kind & primary output \\
Cell Chain, Critical Path & clkdlybuf4s50\_1, ha\_1, a21oi\_1, o21ai\_0, a221oi\_1, a21oi\_1, o211ai\_1, nand2\_1, a31oi\_1, nor3\_1, mux2i\_1, o221a\_1, clkdlybuf4s50\_1 \\
Kind of critical path & in -> out \\
Master of the slowest instance on the critical path & sky130\_fd\_sc\_hd\_\_a221oi\_1 \\
Peak per-stage delay on the critical path & between 0.8 and 0.9 ns \\
Startpoint type of the worst setup path & input pin \\
Critical path peak fanout & 6 \\
\multicolumn{2}{l}{\textbf{Logic synthesis}} \\
Post-synthesis cell count from yosys & between 1k and 1.5k \\
Average footprint of a synthesized cell & 6.62 µm² \\
Proportion of netlist area held by the largest area contributor & between 10\% and 20\% \\
Area leader, netlist & sky130\_fd\_sc\_hd\_\_ha\_1 \\
Yosys-reported design area after synthesis & 0.00883 mm² \\
Top area cells in the synthesized netlist & sky130\_fd\_sc\_hd\_\_ha\_1 (18\%), sky130\_fd\_sc\_hd\_\_a21oi\_1 (11\%), sky130\_fd\_sc\_hd\_\_xnor2\_1 (6.8\%), sky130\_fd\_sc\_hd\_\_nand2\_1 (6.2\%), sky130\_fd\_sc\_hd\_\_o21ai\_0 (5.2\%) \\
Post-Synthesis Cell Area & $\sim$0.0088 mm² \\
Portion of the post-synthesis area used by sequential elements & 0\% \\
Mapped Cells & around 1.3k \\
Yosys warning total & 1 \\
Distinct cells, synth & about 90 \\
\multicolumn{2}{l}{\textbf{Power and ir drop}} \\
Overall power after layout & roughly 0.34 mW \\
IR drop worst, VDD & 11.5 µV \\
Static Leakage & roughly 4.8 nW \\
Pwr per Cell Area & between 20 and 30 mW/mm² \\
\multicolumn{2}{l}{\textbf{Route}} \\
Residual DRC count & 0 \\
Post-DR wirelength/cell & about 20 µm \\
Total via count after detailed routing & between 10k and 15k \\
Post-route antenna net violation count & 0 \\
Number of DRC violations after detailed-routing iteration 0 & 728 \\
Detailed-route vias per instance & between 5 and 6 \\
Drt first pass iters & 5 \\
Total wirelength of the detailed-routed design & between 30000 and 40000 µm \\
\multicolumn{2}{l}{\textbf{Cells and area}} \\
Total area of sequential cells & 0 µm² \\
Clock Buffer Count & 0 \\
Area grow syn2layout & 31.1\% \\
Share of final-layout standard cells stronger than drive strength 1 & under 10\% \\
FFs \& Latches & 0 \\
\multicolumn{2}{l}{\textbf{Worst hold path}} \\
Startpoint of the tightest hold check path & is\_jal \\
Number of cells on the worst hold path & 4 \\
Endpoint with the worst hold slack & pc\_jump[0] \\
Class of the tightest hold or removal check & in -> out \\
\multicolumn{2}{l}{\textbf{GRT}} \\
Number of global-route vias before repair & around 10k \\
Overall routing resource usage & about a quarter \\
First-pass GRT wire length & slightly below 60000 µm \\
Overflow left after global routing & 0 \\
Maximum number of pins on one net before global-route repair & between 60 and 70 \\
Number of antenna violations at the first check in global routing & 2 \\
\multicolumn{2}{l}{\textbf{Placement}} \\
Detailed placement HPWL & around 32000 µm \\
\# port buffers & roughly 260 \\
Routability congestion estimate from global placement & 0.980 \\
\multicolumn{2}{l}{\textbf{CTS}} \\
Buffers inserted during post-CTS setup optimization & 0 \\
Hold\_buf cts & 0 \\
Number of instances resized during post-cts repair & 0 \\
\hline
\end{tabular}
[cell families (layout without fill, tap and decap cells)]
group / Yosys count / in the layout / share of synthesized area (%)
compound gates: 533 / 533 / 39.3
xor+xnor: 109 / 109 / 10.8
fa+ha+maj: 128 / 128 / 18.3
buf+inv: 115 / 297 / 5.38
mux: 30 / 30 / 3.40
other cells: 0 / 2 / 0
simple gates: 419 / 419 / 22.8
[cells in the mapped netlist, types with 32 or more instances]
library cell / number
sky130_fd_sc_hd__nand2_1: 147
sky130_fd_sc_hd__inv_1: 33
sky130_fd_sc_hd__nand3_1: 32
sky130_fd_sc_hd__xor2_1: 40
sky130_fd_sc_hd__nor2_1: 89
sky130_fd_sc_hd__clkbuf_1: 52
sky130_fd_sc_hd__nor3_1: 33
sky130_fd_sc_hd__o21ai_0: 92
sky130_fd_sc_hd__a21oi_1: 192
sky130_fd_sc_hd__xnor2_1: 69
sky130_fd_sc_hd__nand4_1: 37
sky130_fd_sc_hd__ha_1: 126
sky130_fd_sc_hd__a21o_1: 56
[critical path: cells and delay by family]
| family | cells | cell delay, ns |
|---|---|---|
| multiplexers | 1 | 0.21 |
| AND-OR/OR-AND | 7 | 2.38 |
| buffers and inverters | 2 | 0.91 |
| adder cells (fa/ha/maj) | 1 | 0.39 |
| AND/OR/NAND/NOR | 2 | 0.34 |
[cells in the final DEF (no fill, tap or decap), types with 4 or more instances in the layout]
cell and n:
sky130_fd_sc_hd__o21bai_1 25, sky130_fd_sc_hd__nor2b_1 12, sky130_fd_sc_hd__o22ai_1 4, sky130_fd_sc_hd__nand4_1 37, sky130_fd_sc_hd__nor3b_1 5, sky130_fd_sc_hd__o211ai_1 15
sky130_fd_sc_hd__nand2b_1 7, sky130_fd_sc_hd__mux2i_1 30, sky130_fd_sc_hd__nor3_1 33, sky130_fd_sc_hd__nor4_1 10, sky130_fd_sc_hd__o21a_1 10, sky130_fd_sc_hd__xor2_1 40
sky130_fd_sc_hd__nor2_1 89, sky130_fd_sc_hd__inv_1 33, sky130_fd_sc_hd__a31oi_1 15, sky130_fd_sc_hd__o21ai_0 92, sky130_fd_sc_hd__a21o_1 56, sky130_fd_sc_hd__a211oi_1 24
sky130_fd_sc_hd__xnor2_1 69, sky130_fd_sc_hd__a211o_1 4, sky130_fd_sc_hd__a21oi_1 192, sky130_fd_sc_hd__nand2_1 147, sky130_fd_sc_hd__and2_1 11, sky130_fd_sc_hd__o221ai_1 4
sky130_fd_sc_hd__a22oi_1 17, sky130_fd_sc_hd__and3_1 8, sky130_fd_sc_hd__a21boi_0 6, sky130_fd_sc_hd__ha_1 126, sky130_fd_sc_hd__a41o_1 4, sky130_fd_sc_hd__o31ai_1 10
sky130_fd_sc_hd__clkdlybuf4s50_1 256, sky130_fd_sc_hd__or3_1 8, sky130_fd_sc_hd__buf_4 6, sky130_fd_sc_hd__nand3_1 32
[power breakdown]
part           leakage [nW]     total, mW  internal (mW)  switching [mW]
sequential                0             0              0               0
clock             0.0000127  0.0000000113   0.0000000112               0
combinational          4.77         0.342          0.162           0.180
total                  4.77         0.342          0.162           0.180
[final cells by class]
cell class	instances	area (µm²)
Antenna cell	2	5.00
Fill cell	3057	17300
Inverter	34	128
Multi-Input combinational cell	1219	8360
Tap cell	384	480
Timing Repair Buffer	263	2610
[per-layer routing]
metal  vias to the layer above  GRT usage (%)  share of wire, %
met4                         0           5.70               2.6
met3                        48           2.10               5.6
met5                         -              0                 0
met2                       409           41.1                46
li1                       5400              -                 -
met1                      5026           34.5                46
[how the worst max path moves through the flow]
| stage | startpoint | endpoint | slack [ns] | depth (start not counted) |
|---|---|---|---|---|
| after global routing | imm[1] | pc_jump[57] | 9.82 | 13 |
| after CTS | imm[7] | pc_jump[56] | 10.06 | 13 |
| final | imm[7] | pc_jump[56] | 10.03 | 13 |
[metrics by stage]
stage	setup slack, ns	hold WS [ns]	instance area (µm²)	std cells	util (%)
final	10.03	10.43	11600	1902	40.1
after CTS	10.06	10.45	11600	1900	40.1
after detailed placement	10.05	10.44	11600	1900	40.1
after global placement	10.14	10.45	11600	1900	40.1
after global routing	9.82	10.51	11600	1900	40.1
after floorplan	11.71	9.58	8830	1334	-
No activity file was given, so power comes from the tool's default toggle rates.
