==> flow/design.v <==
module ex_mem_reg#(
    parameter int PC_WIDTH = 64,
    parameter int REG_WIDTH = 64,
    parameter int REG_COUNT = 32,
    parameter int M_Ctrl_bits = 5,
    parameter int WB_Ctrl_bits = 5
)
(
    input clk,
    input rst,
    input [WB_Ctrl_bits - 1 : 0] WB_Ctrl_in,
    input [M_Ctrl_bits - 1: 0] M_Ctrl_in,
    input [PC_WIDTH - 1 : 0] PC_in,
    input [REG_WIDTH - 1 : 0] ALU_res_in,
    input [REG_WIDTH - 1 : 0] rs2_data_in,
    input [$clog2(REG_COUNT) - 1 : 0] rd_addr_in,
    input [$clog2(REG_COUNT) - 1 : 0] rs2_addr_in,
    output reg [WB_Ctrl_bits - 1 : 0] WB_Ctrl_out,
    output reg [M_Ctrl_bits - 1 : 0] M_Ctrl_out,
    output reg [PC_WIDTH - 1 : 0] PC_out,
    output reg [REG_WIDTH - 1 : 0] ALU_res_out,
    output reg [REG_WIDTH - 1 : 0] rs2_data_out,
    output reg [$clog2(REG_COUNT) - 1 : 0] rd_addr_out,
    output reg [$clog2(REG_COUNT) - 1 : 0] rs2_addr_out
);
    always @ (posedge clk, posedge rst) begin
        if(rst) begin
            WB_Ctrl_out <= 0;
            M_Ctrl_out <= 0;
            PC_out <= 0;
            ALU_res_out <= 0;
            rs2_data_out <= 0;
            rd_addr_out <= 0;
            rs2_addr_out <= 0;
        end
        else begin
            WB_Ctrl_out <= WB_Ctrl_in;
            M_Ctrl_out <= M_Ctrl_in;
            PC_out <= PC_in;
            ALU_res_out <= ALU_res_in;
            rs2_data_out <= rs2_data_in;
            rd_addr_out <= rd_addr_in;
            rs2_addr_out <= rs2_addr_in;
        end
    end
endmodule
==> flow/run.sh <==
#!/bin/bash
# OpenROAD 26Q1-2900-gdf79404cd8, Yosys 0.63+post, stock flow scripts
make -C /OpenROAD-flow-scripts/flow DESIGN_CONFIG=/design/flow/config.mk WORK_HOME=/design/flow/orfs finish
==> flow/config.mk <==
export PLATFORM = sky130hd
export DESIGN_NAME = ex_mem_reg
export DESIGN_NICKNAME = ex_mem_reg
export VERILOG_FILES = /design/flow/design.v
export SDC_FILE = /design/flow/constraint.sdc
export NUM_CORES = 4
export LEC_CHECK = 1
export CORE_AREA = 10 10 257 257
export DIE_AREA = 0 0 267 267
==> flow/constraint.sdc <==
current_design ex_mem_reg

set clk_period 1.0
set clk_io_pct 0.2

create_clock -name clk0 -period $clk_period [get_ports {clk}]

set non_clock_inputs [all_inputs -no_clocks]
set_input_delay [expr $clk_period * $clk_io_pct] -clock clk0 $non_clock_inputs
set_output_delay [expr $clk_period * $clk_io_pct] -clock clk0 [all_outputs]
==> GITHUB_STEP_SUMMARY <==
### Yosys + OpenROAD results

| Metric | Value |
|---|---|
| Post-layout util | `0.1745` |
| PortBufs | `425` |
| Hold path start | `PC_in[27]` |
| GRT overflow | `0` |
| Peak Freq | `803.0 MHz` |
| Crit. End Element | `output port` |
| Largest net degree at the start of global routing | `41` |
| Setup TNS | `-44.27 ns` |
| Crit path launch type | `flip-flop` |
| Syn Area/Cell | `24.92 um2` |
| CTS tree | `built` |
| Bufs and invs on worst path | `1` |
| Failing checks | `negative setup slack` |
| Synth Seq Share | `0.9993` |
| P_sw | `4121 uW` |
| Worst vdd ir | `1.328 mV` |
| Post-CTS setup repair buffer count | `0` |
| CTS buffer count | `24` |
| Cells in synth_stat.txt | `213` |
| Pwr dens | `1864 nW/um2` |
| Final Hold Fails | `0` |
| Worst setup margin | `-0.2453 ns` |
| DP HPWL | `16840 um` |
| Fillers | `6598` |
| Placement row count | `90` |
| Die ar. | `71290 um2` |
| Worst path arrival time | `1.05 ns` |
| Tcrit/Tclk final | `1.245` |
| Logic pwr share | `0.079` |
| Chip Width | `267 um` |
| Initial antenna violation count | `2` |
| Metal3 WL | `2406 um` |
| Worst-path clk slew | `0.06 ns` |
| First-pass GRT wire length | `29900 um` |
| GR Util All Layers | `0.05708` |
| Post-synth cell types | `2` |
| YS chip area | `5309 um2` |
| Top Family by Delay on Critical Path | `flip-flops` |
| Remaining DRCs | `0` |
| RSZ-0062 raised after global routing | `yes` |
| Clk network pwr share | `0.457` |
| Clock buffer depth | `3` |
| Vias in the first global route | `4205` |
| Final setup violation count | `212` |
| Synth area leader | `dfrtp_1` |
| Hold_buf cts | `0` |
| Slew @ Worst Pin | `0.2253 ns` |
| Slew Limit Fails | `0` |
| Ports | `426` |
| Status | `finished, violations left` |
| DP Area | `10790 um2` |
| Synth Area in Compound Gates | `0` |
| Gpl congestion | `0.7656` |
| Synth top area cells | `dfrtp_1 (100%), inv_1 (0.071%)` |
| CP Depth | `1` |
| Leak | `0.004669 uW` |
| Xor and xnor area share after synthesis | `0` |
| Max_cap viols | `0` |
| Area of the core | `60360 um2` |
| Initial DRC Count | `68` |
| Mapped cell area | `5309 um2` |
| Worst Setup Path Type | `flip-flop to output port` |
| Adder Area Share | `0` |
| Place WS | `-0.08190 ns` |
| Simple share | `0` |
| Worst setup endpoint | `ALU_res_out[16]` |
| Post-route minimum period | `1.245 ns` |
| Hold_ws | `0.07887 ns` |
| Post-Layout Inst Area | `10540 um2` |
| Number of routed nets with antenna violations | `0` |
| Routed wire length on met2 | `10510 um` |
| Layout area overhead | `98.44%` |
| Sw Ratio | `0.2098` |
| Layout cell share with drive strength beyond 1 | `0.3875` |
| Post-synthesis mux area share | `0` |
| Root buf cell | `clkbuf_16` |
| CP Launch Point | `ALU_res_out[16]` |
| Yosys warning tally | `1` |
| Logic area | `0 um2` |
| Tool warning count | `28` |
| Avg Vias per Cell | `2.430` |
| Max stage delay on crit path | `0.37 ns` |
| Vias | `3609` |
| CP Max Fanout | `1` |
| Top non-seq family | `buffers and inverters` |
| CP cell instances | `buf_2` |
| Wl on met1 | `7558 um` |
| CP max-delay cell | `dfrtp_1` |
| CP required | `0.80 ns` |
| Drt pass-1 iters | `3` |
| WL final | `21260 um` |
| Fp util | `0.08796` |
| H-Tree Depth | `1` |
| Comb gates | `0` |
| Uppermost layer routed | `met4` |
| Sequential power share | `0.464` |
| Post-synth regs | `212` |
| Mapped Cells | `213` |
| P_int | `15520 uW` |
| WL/cell | `14.32 um` |
| Clock sink count | `212` |
| Max_slew headroom | `0.8498` |
| Hold WC Path Type | `input pin to flip-flop` |
| Top area contributor share | `0.9993` |
| DIE HEIGHT | `267 um` |
-- cells by family (layout without fill, tap and decap cells) --
logic type / count (synthesis) / in the layout
other: 0 / 1
DFF: 212 / 212
buffers and inverters: 1 / 490
-- per-stage QoR --
stage	power (uW)	std cells
after floorplan	9290	213
after global placement	11300	1442
after detailed placement	11310	1442
after CTS	20130	1484
after global routing	20570	1484
final	19640	1485
-- state kept, by name, summed over array words and instances (netlist names) --
register	count
rs2_addr_out	5
rd_addr_out	5
M_Ctrl_out	5
PC_out	64
WB_Ctrl_out	5
ALU_res_out	64
rs2_data_out	64
-- synthesized netlist by cell type --
cell type,count
inv_1,1
dfrtp_1,212
-- power groups by stage --
stage     logic (uW)  registers [uW]  clock network, uW
4_1_cts         1620            9110               9390
5_1_grt         1710            9150               9720
6_report        1550            9110               8980
-- per-layer routing --
metal,track usage,up-vias
li1,-,1607
met1,0.06471,1760
met2,0.09361,215
met3,0.02718,27
met4,0.01827,0
met5,0,-
-- worst min-delay path by stage --
stage	end	slack, ns	cells after the start
after CTS	rs2_data_out[42]	0.03	1
after global routing	rs2_data_out[43]	0.04	1
final	PC_out[27]	0.08	1
-- area by class of cell --
| type | count | area, um2 | share of cell area |
|---|---|---|---|
| Antenna cell | 1 | 2.502 | 0.0002375 |
| Clock buffer | 32 | 660.6 | 0.06271 |
| Clock inverter | 10 | 147.6 | 0.01401 |
| Inverter | 1 | 7.507 | 0.0007126 |
| Sequential cell | 212 | 5305 | 0.5036 |
| Tap cell | 782 | 978.4 | 0.09287 |
| Timing Repair Buffer | 447 | 3433 | 0.3259 |
-- cell usage in the layout (no fill, tap or decap) --
master	instances
inv_6	2
bufinv_16	3
buf_4	16
clkbuf_16	24
clkinv_4	1
clkinv_2	3
clkdlybuf4s50_1	213
dfrtp_1	212
clkbuf_8	3
clkinv_8	1
buf_2	212
clkinvlp_4	1
buf_12	6
clkbuf_1	5
diode_2	1
-- timing repair --
item | CTS | global route
resized | 696 | 0
setup endpoints to repair | 212 | 212
endpoints found under the hold margin | 0 | 0
Power is estimated from default activity; no workload was simulated.
